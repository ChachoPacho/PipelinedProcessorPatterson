==> flow/run.sh <==
#!/bin/bash
# OpenROAD 26Q1-2900-gdf79404cd8, Yosys 0.63+post, stock flow scripts
make -C /OpenROAD-flow-scripts/flow DESIGN_CONFIG=/design/flow/config.mk WORK_HOME=/design/flow/orfs finish
==> flow/config.mk <==
export PLATFORM = sky130hd
export DESIGN_NAME = fetch
export DESIGN_NICKNAME = fetch
export VERILOG_FILES = /design/flow/design.v
export SDC_FILE = /design/flow/constraint.sdc
export NUM_CORES = 4
export LEC_CHECK = 1
export CORE_UTILIZATION = 40
==> flow/constraint.sdc <==
current_design fetch

set clk_period 7.6
set clk_io_pct 0.2

create_clock -name clk0 -period $clk_period [get_ports {clk}]

set non_clock_inputs [all_inputs -no_clocks]
set_input_delay [expr $clk_period * $clk_io_pct] -clock clk0 $non_clock_inputs
set_output_delay [expr $clk_period * $clk_io_pct] -clock clk0 [all_outputs]
==> flow/design.v <==
module adder #(parameter N = 64)
					(input logic [N-1:0] a, b,
					output logic [N-1:0] y);
	assign y = a + b;
endmodule
module fetch #(parameter N = 64)
				(input logic PCSrc_F, clk, reset, enable,
				  input logic [N-1:0] PCBranch_F,
					output logic [N-1:0] imem_addr_F);
	logic [N-1:0] next_addr, yAdder, dMux;
	assign dMux = (enable) ? yAdder : imem_addr_F;
	mux2 #(N) f_mux (.d0(dMux), .d1(PCBranch_F), .s(PCSrc_F), .y(next_addr));
	flopr #(N) f_flopr (.clk(clk), .reset(reset), .d(next_addr), .q(imem_addr_F));
	adder #(N) f_adder (.a(imem_addr_F), .b({{(N-3){1'b0}}, 3'b100}), .y(yAdder));
endmodule
module flopr #(parameter N = 64)
				(input logic clk, 
					input logic reset, 
					input logic [N-1:0] d,
					output logic [N-1:0] q);
	always_ff @(posedge clk, posedge reset)
		if (reset) q <= {N{1'b0}};
		else q <= d;
endmodule
module mux2 #(parameter N = 64)
				(input logic [N-1:0] d0, d1,
				input logic s,
				output logic [N-1:0] y);
	assign y = s ? d1 : d0;
endmodule
==> out/metrics.yaml <==
outcome: "finished, final reports clean"
dpl_cell_area_mm2: 0.00508
cp-end-kind: "register"
die_area_mm2: 0.00972
clk_latency_ns: 0.34
pin_count: 132
gr-total-overflow: 0
routed_wl_um: 10200
row_count: 34
grt_pass1_vias: 3374
ys_ff: 64
drv_cap: 0
nFillCells: 807
largest_reg_flops: 64
start_kind: "input pin"
ys_cells: 440
finalNonFillerCells: 667
routed-via-count: 3640
final_antenna_net_count: 0
clk_pin_slew_worst_paths_ns: 0.07
layout-drive-gt1-share: 0.0483
warnings: 26
fp_util: 0.420
place.gp.congestion: 0.841
fin_crit_sh: 0.495
synthCells: 440
slew_headroom: 0.526
cts_hold_buf: 0
h-tree-depth: 3
root_buffer: "clkbuf_8"
drtIter0Drc: 104
numCtsBuffers: 9
cts_tree: "yes"
yosys.area.top_type_share: 0.429
dp.cells: 652
async_reset_ff_frac: 1.00
seq_area_frac_synth: 0.429
timing.fmax_mhz: 266
largest-register: "f_flopr.q"
hold_violations: 0
cp_max_fo: 12
grt.total_usage: 0.223
regArea_mm2: 0.00160
worstMarginPinSlew_ns: 0.710
fp.dieH_um: 98.6
worstSetupPathType: "input pin to register"
dieWidth_um: 98.6
core_mm2: 0.00889
top_cells_by_count: "nand2_1, dfrtp_1, o21ai_0, nand3_1, clkbuf_1"
ys_types: 34
slew_violations: 0
vias_per_cell: 5.46
cts_buffer_depth: 2
top_area_cell: "dfrtp_1"
finClkSkew_ns: 0.0109
wl_per_cell_um: 15.4
yosysWarnings: 1
vdd_drop_max_uv: 122
logic_area_mm2: 0.00197
drtPass1Iterations: 5
rsz0062_at_grt: "false"
dp_hpwl_um: 7480
antenna_found_initial: 0
syn_to_final_growth_pct: 41.3
avgSynthCellArea_um2: 8.48
fin_tns_setup_ns: 0
hold_class: "register to register"
ff_type: "dfrtp_1"
cp.required_ns: 7.86
largestRegisters: "f_flopr.q: 64 flops"
power_density_mw_per_mm2: 166
drc: 0
clock-sinks: 64
top_cell: "nand2_1"
synthesis.area_mm2: 0.00373
cts_resized: 0
grt_max_degree: 85
power_leakage_nw: 1.94
port_buffers: 131
cpMaxStageDelayCell: "or4_1"
path_cells: "clkdlybuf4s50_1 -> and4_1 -> and4_1 -> nand4b_1 -> or4_1 -> a31oi_1"
setup_violations: 0
min_period_ns: 3.76
grt_first_pass_wirelength_um: 16900
cpPeakStageDelay_ns: 0.61
enable_flop_cells: 0
critPathBufInv: 1
critPathTopFamily: "simple AND/OR/NAND/NOR gates"
cp_data_arrival_time_ns: 4.03
synthTopCellsByArea: "dfrtp_1, nand2_1, xnor2_1"
synth-area-yosys_mm2: 0.00373
fin_area_mm2: 0.00527
n_antenna_cell: 0
cpMostUsedCell: "and4_1"
post-cts-setup-buffers: 0
per-layer routing:
| layer | track usage | vias to the layer above | part of all wire |
|---|---|---|---|
| li1 | - | 1839 | - |
| met1 | 0.342 | 1690 | 0.47 |
| met2 | 0.338 | 104 | 0.45 |
| met3 | 0.0657 | 7 | 0.075 |
| met4 | 0.0195 | 0 | 0.0089 |
| met5 | 0 | - | 0 |
placed cells by master, fill, tap and decap left out, drive strengths merged, types with 2 or more instances in the layout:
cell type      count
clkdlybuf4s50    130
xor2              10
inv               11
or2                4
buf                5
o21ai             35
and3               8
or4               25
xnor2             24
nor2              27
mux2               4
and2               3
nand3             30
nand4             18
or3                2
o31ai             17
and4               8
clkbuf            12
nand2             67
dfrtp             64
a31oi             20
o211ai             6
nor4               8
nor3              11
worst paths after layout:
check,startpoint,to,slack (ns),cells past startpoint
worst max-delay path,enable,f_flopr.q[49],3.84,6
worst min-delay path,f_flopr.q[0],f_flopr.q[0],0.51,1
worst max register to register,f_flopr.q[20],f_flopr.q[60],4.71,5
worst min register to register,f_flopr.q[0],f_flopr.q[0],0.51,1
max in group asynchronous,reset,f_flopr.q[34],5.08,3
min in group asynchronous,reset,f_flopr.q[61],1.60,2
where the power goes:
group          switching, W  leakage (nW)  internal, W
logic             0.0000536          1.09     0.000113
registers         0.0000442         0.756     0.000372
clock network      0.000133        0.0925     0.000159
stage by stage:
stage	total power, W	hold slack, ns	setup slack [ns]	util
final	0.000875	0.507	3.84	0.593
after detailed placement	0.000591	0.498	3.49	0.572
after global placement	0.000590	0.492	3.56	0.572
after CTS	0.000885	0.514	3.83	0.593
after floorplan	0.000472	0.456	4.26	-
after global routing	0.000921	0.529	3.65	0.593
cell families after synthesis:
group | after synthesis | share of synthesized area
muxes | 5 | 0.0148
DFF | 64 | 0.429
buffers and inverters | 42 | 0.0429
and+or+nand+nor | 214 | 0.298
xor gates and xnor gates | 34 | 0.0798
adders and majority gates | 1 | 0.00335
AOI/OAI and AO/OA | 80 | 0.132
final cells by class:
class	count	share of cell area
clock buffers	12	0.0275
clock inverters	3	0.00807
inverters	11	0.00783
multi-input cells	334	0.374
flip-flops and latches	64	0.304
well taps	108	0.0256
repair buffers	135	0.254
No activity file was given, so power comes from the tool's default toggle rates.
