--- ./run.sh ---
#!/bin/bash
# OpenROAD 26Q1-2900-gdf79404cd8, Yosys 0.63+post, stock flow scripts
make -C /OpenROAD-flow-scripts/flow DESIGN_CONFIG=/design/flow/config.mk WORK_HOME=/design/flow/orfs finish
--- ./config.mk ---
export PLATFORM = sky130hd
export DESIGN_NAME = forwardingMux
export DESIGN_NICKNAME = forwardingMux
export VERILOG_FILES = /design/flow/design.v
export SDC_FILE = /design/flow/constraint.sdc
export NUM_CORES = 4
export LEC_CHECK = 1
export CORE_AREA = 10 10 156 156
export DIE_AREA = 0 0 166 166
--- ./constraint.sdc ---
current_design forwardingMux

set clk_period 9.4
set clk_io_pct 0.2

create_clock -name clk0 -period $clk_period

set non_clock_inputs [all_inputs -no_clocks]
set_input_delay [expr $clk_period * $clk_io_pct] -clock clk0 $non_clock_inputs
set_output_delay [expr $clk_period * $clk_io_pct] -clock clk0 [all_outputs]
--- ./design.v ---
module forwardingMux #(parameter N = 64)
					(input logic [1:0] rnSRC, rmSRC,
					input logic [N-1:0] exR, wbR, rnD, rmD, 
					output logic [N-1:0] rnY, rmY);
	always_comb begin
		casez(rnSRC)
			2'b0: rnY <= rnD;
			2'b01: rnY <= exR;
			2'b10: rnY <= wbR;
			default: rnY <= rnD;
		endcase
		casez(rmSRC)
			2'b0: rmY <= rmD;
			2'b01: rmY <= exR;
			2'b10: rmY <= wbR;
			default: rmY <= rmD;
		endcase
	end
endmodule
==> notes.md <==
fresh numbers from the pnr run: status=finished, final reports clean, DR iter-0 viols=384, Critical Path Start Type=primary input, share of post-route cells with drive strength above 1=2.42%, Final Hold Fails=0, TNS Setup=0 ns, Final Cell Area=6490 um2, CTS resizes=0, IO Port Bufs=388, Area Overhead vs Synth=141%, Setup WS pre-CTS=2.89 ns, post-DP HPWL=16500 um, clkbuf count=0, minimum clock period after layout=6.53 ns, initial antenna violation count=0, crit path DAT=4.65 ns, tally of OpenROAD warnings=34, Post-synth seq share=0%, Leak=0.00225 uW, Comb area=2210 um2, synthesis warning total=1, cell count after synthesis=448, Seq cells=0, # placed instances=1061, drc violations=0, GP Congestion=0.912, vias per cell=4.47, Fmax=0.153 GHz, Post-CTS Hold Buffers=0, n_diodes=0, io pins=388, fin crit share=69.5%, Worst Tran Pin Value=0.823 ns, Chip Height=166 um, hold path depth=4, Yosys cell types=12, CP Launch Point=rnSRC[0], detailed-route wire length=20500 um, Rows=53, DR WL/cell=19.3 um, Pwr per Cell Area=57.7 nW/um2, Max-Cap Viols=0, Top Layout Cells=clkdlybuf4s50_1, nand2_1, a22oi_1, o21ai_1, storage element area=0 um2, final worst slack=2.87 ns, HP Class=in -> out, vias in the first global route=4873, synthesized area per cell=6.02 um2, Core ar.=21000 um2, YS chip area=2700 um2, setup bufs post-CTS=0, Pins Over Slew Limit=0, die area=27600 um2, Layout fillers=2302, non-filler cells, final=1061, PnR Total Power=375 uW, Max-slew headroom=45.1%, CP Max Fanout=74, most used logic cell in the final layout=clkdlybuf4s50_1, HP Start=rmD[30], pin count of the biggest net entering global routing=75, Crit. End Element=primary output, overall global routing resource usage=13.8%, worst setup path class=in -> out, DR vias=4739, remaining global-route overflow=0, Netlist Area Pre-Place=2700 um2, # Cells Yosys=448, peak supply drop=0.0524 mV, worst path required time=7.52 ns, DR pass1 iterations=5, Routed Antenna Nets=0, Placement Cell Area=6490 um2, Initial Util=12.8%, RSZ-0062 raised after global routing=no, first-pass GRT wire length=30300 um, endpoints failing setup=0, Die Wd=166 um
cell type report:
| class | instances | area share, % |
|---|---|---|
| Timing Repair Buffer | 394 | 60.5 |
| Multi-Input combinational cell | 388 | 34.0 |
| Tap cell | 275 | 5.30 |
| Inverter | 4 | 0.231 |
critical path: stages:
cell and delay (ns):
clkdlybuf4s50_1 0.49, inv_1 0.08, ha_4 0.62, buf_4 0.68, nand2_1 0.09, o21ai_0 0.16
clkdlybuf4s50_1 0.55
cells by family (layout without fill, tap and decap cells):
group | Yosys count | after routing | synth area share [%]
and+or+nand+nor | 128 | 128 | 17.8
adders and majority gates | 4 | 4 | 1.86
AOI/OAI and AO/OA | 256 | 256 | 61.0
buffers and inverters | 60 | 398 | 19.3
routing by layer:
| layer | vias up | part of all wire (%) | GRT usage [%] |
|---|---|---|---|
| met5 | - | 0 | 0 |
| met4 | 0 | 2.4 | 2.85 |
| met3 | 24 | 11 | 4.70 |
| met2 | 282 | 46 | 22.6 |
| met1 | 2084 | 41 | 17.1 |
| li1 | 2349 | - | - |
final timing paths:
kind  slack (ns)       to
min         4.67  rmY[30]
max         2.87  rnY[63]
stage by stage:
stage / hold WS, ns / utilization (%)
after floorplan: 3.82 / -
after global placement: 4.67 / 30.9
after detailed placement: 4.67 / 30.9
after CTS: 4.67 / 30.9
after global routing: 4.69 / 30.9
final: 4.67 / 30.9
power breakdown:
part | leakage (uW) | switching, uW | internal [uW]
clock network | 0 | 0 | 0
logic | 0.00225 | 134 | 240
registers | 0 | 0 | 0
Yosys cell counts (all sizes together):
master	count	area share, %
inv	4	0.56
o21ai	128	24
buf	46	14
ha	4	1.9
nand2	128	18
clkbuf	10	5.1
a22oi	128	37
Power is estimated from default activity; no workload was simulated.
