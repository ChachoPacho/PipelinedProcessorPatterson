### run.sh
#!/bin/bash
# OpenROAD 26Q1-2900-gdf79404cd8, Yosys 0.63+post, stock flow scripts
make -C /OpenROAD-flow-scripts/flow DESIGN_CONFIG=/design/flow/config.mk WORK_HOME=/design/flow/orfs finish
### config.mk
export PLATFORM = sky130hd
export DESIGN_NAME = execute
export DESIGN_NICKNAME = execute
export VERILOG_FILES = /design/flow/design.v
export SDC_FILE = /design/flow/constraint.sdc
export NUM_CORES = 4
export LEC_CHECK = 1
export CORE_AREA = 10 10 218 218
export DIE_AREA = 0 0 228 228
### constraint.sdc
current_design execute

set clk_period 44.1
set clk_io_pct 0.2

create_clock -name clk0 -period $clk_period

set non_clock_inputs [all_inputs -no_clocks]
set_input_delay [expr $clk_period * $clk_io_pct] -clock clk0 $non_clock_inputs
set_output_delay [expr $clk_period * $clk_io_pct] -clock clk0 [all_outputs]
### design.v
module adder #(parameter N = 64)
					(input logic [N-1:0] a, b,
					output logic [N-1:0] y);
	assign y = a + b;
endmodule
module alu #(parameter N=64)
			(input logic [N-1:0] a, b,
				input logic [3:0] aluControl, 
				output logic zero,
				output logic [N-1:0] result);
	always_comb
		begin
			casez(aluControl)
				4'b0000: result = a & b; 
				4'b0001: result = a | b; 
				4'b0010: result = a + b;
				4'b0110: result = a - b;
				4'b0111: result = b;
				default: result = b;
			endcase
			zero = ~(|result);  
	end
endmodule
module execute #(parameter N = 64)
					(input logic AluSrc, 
					 input logic [3:0] AluControl,
					 input logic [N-1:0] PC_E, signImm_E, readData1_E, readData2_E,
					output logic [N-1:0] PCBranch_E, aluResult_E, writeData_E,
					output logic zero_E);
	logic [N-1:0] mux_alu, sl2_add;
	sl2 #(N) e_sl2 (.a(signImm_E), .y(sl2_add));
	mux2 #(N) e_mux (.d0(readData2_E), .d1(signImm_E), .s(AluSrc), .y(mux_alu));
	alu #(N) e_alu(
		.a(readData1_E), 
		.b(mux_alu), 
		.aluControl(AluControl),
		.zero(zero_E), 
		.result(aluResult_E)
	);
	adder #(N) e_adder (.a(PC_E), .b(sl2_add), .y(PCBranch_E));
	assign writeData_E = readData2_E;
endmodule
module mux2 #(parameter N = 64)
				(input logic [N-1:0] d0, d1,
				input logic s,
				output logic [N-1:0] y);
	assign y = s ? d1 : d0;
endmodule
module sl2 #(parameter N = 64)
				(input logic [N-1:0] a,					
				output logic [N-1:0] y);
	assign y[0] = 1'b0;
	assign y[1] = 1'b0;
	assign y[63:2] = a[61:0];
endmodule
==> results.json <==
{
  "gp_congestion": 1.06,
  "holdPathStages": 0,
  "max-vdd-ir-drop_mv": 0.00556,
  "p_per_area_nw_per_um2": 17.0,
  "placement.cell_area_um2": 16600,
  "power_mw": 0.282,
  "period_used_pct": 57.8,
  "slowest_delay_ps": 570,
  "xor_share_pct": 12.6,
  "utilization_pct": 38.6,
  "ant_nets": 0,
  "top_logic_kind": "AND-OR/OR-AND gates",
  "fmax_ghz": 0.0393,
  "post_drt_via_cell_ratio": 5.58,
  "start_kind": "input port",
  "ys_sh_adder_pct": 14.5,
  "layout_top_cell": "clkdlybuf4s50_1",
  "ctsResizeCount": 0,
  "die_area_um2": 52000,
  "synth.top_cell.area_share_pct": 13.2,
  "wirelength_mm": 68.8,
  "dieWidth_um": 228,
  "status": "finished, final reports clean",
  "syn_inst": 1827,
  "cellLeakagePower_nw": 6.56,
  "tns_ps": 0,
  "vias": 15200,
  "dr.pass1.iters": 5,
  "grt_usage_pct": 25.4,
  "period_minus_slack_ps": 25470,
  "min_path_type": "in2out",
  "netlist-cell-type-count": 88,
  "first_iter_violations": 1460,
  "antenna_found_initial": 4,
  "critPathBufInv": 2,
  "fp_util_pct": 28.1,
  "yosysCellCount": 1827,
  "endpoint_kind": "output port",
  "warning_count": 34,
  "coreArea_um2": 42900,
  "path_depth": 26,
  "crit_start": "AluSrc",
  "grt_max_degree": 55,
  "portBuffers": 450,
  "ys_chip_area_um2": 12100,
  "yosys_warnings": 1,
  "overflow": 0,
  "cpMaxStageDelayCell": "nor4_1",
  "drive_above_1_share_pct": 3.70,
  "remaining_drc_errors": 0,
  "grt_setup_unrepaired": "no",
  "dp.final_hpwl_mm": 59.7,
  "mostFrequentLayoutCells": "clkdlybuf4s50_1 (449), a21oi_1 (227), nand2_1 (184), o21ai_0 (148), nor2_1 (133)",
  "grt_pass1_wl_mm": 99.6,
  "critical_path_class": "in2out",
  "final-seq-area_um2": 0,
  "cp.required_ps": 35280,
  "tightest_slew_ps": 1060,
  "syn_avg_cell_area_um2": 6.60,
  "cts_hold_buf": 0,
  "ios": 454,
  "cts_setup_buffers": 0,
  "timing.slew.headroom_pct": 27.2,
  "netlist_area_um2": 12100,
  "final_area_um2": 16600,
  "nClkBuffers": 0,
  "ff_count": 0,
  "yosysTopAreaCell": "ha_1",
  "maxSlewViolCount": 0,
  "setup_violations": 0,
  "area_growth_pct": 37.5,
  "maxCapViolations": 0,
  "finalHoldViolations": 0,
  "rows": 76,
  "area_leaders": "ha_1 (13%), a21oi_1 (9.4%), xnor2_1 (6.9%)",
  "ys_seq_share_pct": 0,
  "mux_share_pct": 5.84,
  "crit_family": "simple AND/OR/NAND/NOR gates",
  "routedWlPerCell_um": 25.2,
  "compound_area_share_pct": 35.1,
  "dieHeight_um": 228,
  "cp.arrival_ps": 16650,
  "hold_slack_ps": 17640,
  "critPathMostFrequentCell": "nor2_1",
  "grt_pass1_vias": 14400,
  "cp_max_fo": 53,
  "ys_sh_simple_pct": 23.3,
  "fill_cells": 4487,
  "min-delay-start": "PC_E[1]"
}
Yosys cell counts, drive strengths merged, types with 11 or more instances:
cell    count
a211oi     17
a21boi     14
a21o       68
a21oi     228
a221o      11
a31oi      21
and2       15
buf        83
clkbuf     75
ha        127
inv        46
maj3       12
mux2       27
mux2i      40
nand2     184
nand2b     23
nand3      40
nand4      32
nor2      134
nor2b      15
nor3       39
nor4       19
o211ai     20
o21a       12
o21ai     165
o21bai     24
o31ai      11
or2        12
or3        17
xnor2      96
xor2       77
layout make-up:
type | count | area (um^2) | share of cell area [%]
Multi-Input combinational cell | 1623 | 11000 | 66.5
Inverter | 46 | 173 | 1.04
Antenna cell | 4 | 10.0 | 0.0604
Tap cell | 585 | 732 | 4.42
Timing Repair Buffer | 467 | 4630 | 27.9
cell families (layout without fill, tap and decap cells):
logic type / after synthesis / after routing
other: 0 / 4
adder cells (fa/ha/maj): 141 / 141
buffers and inverters: 204 / 513
XOR/XNOR: 173 / 173
multiplexers: 67 / 67
AND/OR/NAND/NOR: 570 / 570
AND-OR/OR-AND: 672 / 672
layer usage:
| metal | vias to the layer above | routed length, um | GRT usage (%) |
|---|---|---|---|
| met2 | 673 | 29600 | 38.0 |
| met1 | 7148 | 32100 | 37.0 |
| met5 | - | 0 | 0 |
| met4 | 0 | 1110 | 3.67 |
| met3 | 43 | 5990 | 6.22 |
| li1 | 7336 | - | - |
through the flow:
step           setup slack [ps]  cells
2_1_floorplan             19810   1827
3_3_place_gp              18770   2721
3_5_place_dp              18710   2721
4_1_cts                   18680   2721
5_1_grt                   17990   2724
6_report                  18630   2725
final timing paths:
path                             to  slack (ps)
worst max-delay path         zero_E       18630
worst min-delay path  PCBranch_E[1]       17640
report_power, final:
part / total (mW) / internal (mW) / leakage (nW) / switching [mW]
clock: 0.00000000163 / 0.00000000161 / 0.0000246 / 0
sequential: 0 / 0 / 0 / 0
combinational: 0.282 / 0.132 / 6.56 / 0.150
total: 0.282 / 0.132 / 6.56 / 0.150
No activity file was given, so power comes from the tool's default toggle rates.
